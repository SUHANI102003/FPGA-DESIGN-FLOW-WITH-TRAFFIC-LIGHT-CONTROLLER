### /design/flow/run.sh
#!/bin/bash
# OpenROAD 26Q1-2900-gdf79404cd8, Yosys 0.63+post, stock flow scripts
make -C /OpenROAD-flow-scripts/flow DESIGN_CONFIG=/design/flow/config.mk WORK_HOME=/design/flow/orfs finish
### /design/flow/config.mk
export PLATFORM = sky130hd
export DESIGN_NAME = traffic_light_controller
export DESIGN_NICKNAME = traffic_light_controller
export VERILOG_FILES = /design/flow/design.v
export SDC_FILE = /design/flow/constraint.sdc
export NUM_CORES = 4
export LEC_CHECK = 1
export CORE_UTILIZATION = 30
### /design/flow/constraint.sdc
current_design traffic_light_controller

set clk_period 3.6
set clk_io_pct 0.2

create_clock -name clk0 -period $clk_period [get_ports {clk}]

set non_clock_inputs [all_inputs -no_clocks]
set_input_delay [expr $clk_period * $clk_io_pct] -clock clk0 $non_clock_inputs
set_output_delay [expr $clk_period * $clk_io_pct] -clock clk0 [all_outputs]
### /design/flow/design.v
`timescale 1s / 1ms
module traffic_light_controller( clk,rst,
									MG1,MG2,MR1,MR2,MY1,MY2,
									SG1,SG2,SR1,SR2,SY1,SY2,
									MRT1,MRT2,SRT1,SRT2,
									blink);
    parameter s0=4'd0;
    parameter s1=4'd1;
    parameter s2=4'd2;
    parameter s3=4'd3;
    parameter s4=4'd4;
    parameter s5=4'd5;
    parameter s6=4'd6;
    parameter s7=4'd7;
    parameter s8=4'd8;
 parameter time_base=24'd9_999_999;   
    parameter load_cnt2=9'd449;  
    parameter load_cnt3=9'd49;   
    parameter load_cnt4=8'd249;   
    parameter load_cnt5=8'd9	;   
		input clk,rst;
		output MG1,MG2,MR1,MR2,MY1,MY2;
		output SG1,SG2,SR1,SR2,SY1,SY2;
		output MRT1,MRT2,SRT1,SRT2;
		input blink;
		wire adv_cnt2, adv_cnt3, adv_cnt4, adv_cnt5;
		wire res_cnt2, res_cnt3, res_cnt4, res_cnt5;
		wire [23:0] cnt1_next;
		wire [8:0] cnt2_next;
		wire [5:0] cnt3_next;
		wire [7:0] cnt4_next;
		wire [7:0] cnt5_next;
		reg [23:0] cnt1_reg;
		reg [8:0] cnt2_reg;
		reg [5:0] cnt3_reg;
		reg [7:0] cnt4_reg;
		reg [7:0] cnt5_reg;	
		reg start_timer_1;
		reg start_timer_2;
		reg start_timer_3;
		reg start_timer_4;
		reg [3:0] state;  
		reg MG1,MG2,MR1,MR2,MY1,MY2;
		reg SG1,SG2,SR1,SR2,SY1,SY2;
		reg MRT1,MRT2,SRT1,SRT2;
	assign cnt1_next=cnt1_reg+1;	 
	always@(posedge clk, negedge rst)
	 begin
	  if(rst==1'b0)
	   cnt1_reg<= 24'd0;  
	   else if (cnt1_reg==time_base)
	    cnt1_reg<= 24'd0;  
	     else
		    cnt1_reg<= cnt1_next;  
	 end
	assign adv_cnt2=(start_timer_1==1'b1) & (cnt1_reg==time_base);	 
	assign res_cnt2=(cnt1_reg==time_base) & (cnt2_reg==load_cnt2);	 
	assign cnt2_next=cnt2_reg+1;	 
	always@(posedge clk, negedge rst)
	 begin
	  if(rst==1'b0)
	   cnt2_reg<= 9'd0;  
	   else if (res_cnt2==1'b1)
	    cnt2_reg<= 9'd0;  
	   else if (adv_cnt2==1'b1)
	    cnt2_reg<= cnt2_next;   
	     else
		    cnt2_reg<= cnt2_reg;  
	 end
	assign adv_cnt3=(start_timer_2==1'b1) & (cnt1_reg==time_base);	 
	assign res_cnt3=(cnt1_reg==time_base) & (cnt3_reg==load_cnt3);	 
	assign cnt3_next=cnt3_reg+1;	 
	always@(posedge clk, negedge rst)
	 begin
	  if(rst==1'b0)
	   cnt3_reg<= 6'd0;  
	   else if (res_cnt3==1'b1)
	    cnt3_reg<= 6'd0;  
	   else if (adv_cnt3==1'b1)
	    cnt3_reg<= cnt3_next;   
	     else
		    cnt3_reg<= cnt3_reg;  
	 end
	assign adv_cnt4=(start_timer_3==1'b1) & (cnt1_reg==time_base);	 
	assign res_cnt4=(cnt1_reg==time_base) & (cnt4_reg==load_cnt4);	 
	assign cnt4_next=cnt4_reg+1;	 
	always@(posedge clk, negedge rst)
	 begin
	  if(rst==1'b0)
	   cnt4_reg<= 8'd0;  
	   else if (res_cnt4==1'b1)
	    cnt4_reg<= 8'd0;  
	   else if (adv_cnt4==1'b1)
	    cnt4_reg<= cnt4_next;   
	     else
		    cnt4_reg<= cnt4_reg;  
	 end
	assign adv_cnt5=(blink==1'b1) & (cnt1_reg==time_base);	 
	assign res_cnt5=(cnt1_reg==time_base) & (cnt5_reg==load_cnt5);	 
	assign cnt5_next=cnt5_reg+1;	 
	always@(posedge clk, negedge rst)
	 begin
	  if(rst==1'b0)
	   cnt5_reg<= 8'd0;  
	   else if (res_cnt5==1'b1)
	    cnt5_reg<= 8'd0;  
	   else if (adv_cnt5==1'b1)
	    cnt5_reg<= cnt5_next;   
	     else
		    cnt5_reg<= cnt5_reg;  
	 end
 always@(posedge clk, negedge rst)
   begin
		if (rst==1'b0)
		 begin
				MG1<=1'b0;
				MG2<=1'b0;
				MR1<=1'b0;
			   MR2<=1'b0;
				MY1<=1'b0;
				MY2<=1'b0;
				SG1<=1'b0;
				SG2<=1'b0;
				SR1<=1'b0;
				SR2<=1'b0;
				SY1<=1'b0;
				SY2<=1'b0;
				MRT1<=1'b0;
				MRT2<=1'b0;
				SRT1<=1'b0;
				SRT2<=1'b0;		 
		 start_timer_1<=1'b0;
		 start_timer_2<=1'b0;
		 start_timer_3<=1'b0;
		 state<=s0;		 
		end
 else 
  begin 
		case(state)
		 s0: if(blink==1'b1)
				 state<=s8;  
				else   
				 begin
						MG1<=1'b1;
						MG2<=1'b1;
						MR1<=1'b0;
						MR2<=1'b0;
						MY1<=1'b0;
						MY2<=1'b0;
						SG1<=1'b0;
						SG2<=1'b0;
						SR1<=1'b1;
						SR2<=1'b1;
						SY1<=1'b0;
						SY2<=1'b0;
						MRT1<=1'b0;
						MRT2<=1'b0;
						SRT1<=1'b0;
						SRT2<=1'b0;		 
			 if(res_cnt2==1'b1)  
			  begin
					start_timer_1<=1'b0;  
					state<=s1; 
				  end
			else
			  begin
			   start_timer_1<=1'b1;  
				state<=s0;  
				end
		end  
	s1: if(blink==1'b1)
				 state<=s8;  
				else   
				 begin
						MG1<=1'b0;
						MG2<=1'b0;
						MR1<=1'b0;
						MR2<=1'b0;
						MY1<=1'b1;
						MY2<=1'b1;
						SG1<=1'b0;
						SG2<=1'b0;
						SR1<=1'b1;
						SR2<=1'b1;
						SY1<=1'b0;
						SY2<=1'b0;
						MRT1<=1'b0;
						MRT2<=1'b0;
						SRT1<=1'b0;
						SRT2<=1'b0;		 
			 if(res_cnt3==1'b1)  
			  begin
					start_timer_2<=1'b0;  
					state<=s2; 
				  end
			else
			  begin
			   start_timer_2<=1'b1;  
				state<=s1;  
				end
		end  
	s2: if(blink==1'b1)
				 state<=s8;  
				else   
				 begin
						MG1<=1'b0;
						MG2<=1'b0;
						MR1<=1'b1;
						MR2<=1'b1;
						MY1<=1'b0;
						MY2<=1'b0;
						SG1<=1'b0;
						SG2<=1'b0;
						SR1<=1'b1;
						SR2<=1'b1;
						SY1<=1'b0;
						SY2<=1'b0;
						MRT1<=1'b1;
						MRT2<=1'b1;
						SRT1<=1'b0;
						SRT2<=1'b0;		 
			 if(res_cnt4==1'b1)  
			  begin
					start_timer_3<=1'b0;  
					state<=s3; 
				  end
			else
			  begin
			   start_timer_3<=1'b1;  
				state<=s2;  
				end
		end  
	s3: if(blink==1'b1)
				 state<=s8;  
				else   
				 begin
						MG1<=1'b0;
						MG2<=1'b0;
						MR1<=1'b0;
						MR2<=1'b0;
						MY1<=1'b1;
						MY2<=1'b1;
						SG1<=1'b0;
						SG2<=1'b0;
						SR1<=1'b1;
						SR2<=1'b1;
						SY1<=1'b0;
						SY2<=1'b0;
						MRT1<=1'b0;
						MRT2<=1'b0;
						SRT1<=1'b0;
						SRT2<=1'b0;		 
			 if(res_cnt3==1'b1)  
			  begin
					start_timer_2<=1'b0;  
					state<=s4; 
				  end
			else
			  begin
			   start_timer_2<=1'b1;  
				state<=s3;  
				end
		end  
	s4: if(blink==1'b1)
				 state<=s8;  
				else   
				 begin
						MG1<=1'b0;
						MG2<=1'b0;
						MR1<=1'b1;
						MR2<=1'b1;
						MY1<=1'b0;
						MY2<=1'b0;
						SG1<=1'b1;
						SG2<=1'b1;
						SR1<=1'b0;
						SR2<=1'b0;
						SY1<=1'b0;
						SY2<=1'b0;
						MRT1<=1'b0;
						MRT2<=1'b0;
						SRT1<=1'b0;
						SRT2<=1'b0;		 
			 if(res_cnt4==1'b1)  
			  begin
					start_timer_3<=1'b0;  
					state<=s5; 
				  end
			else
			  begin
			   start_timer_3<=1'b1;  
				state<=s4;  
				end
		end  
	s5: if(blink==1'b1)
				 state<=s8;  
				else   
				 begin
						MG1<=1'b0;
						MG2<=1'b0;
						MR1<=1'b1;
						MR2<=1'b1;
						MY1<=1'b0;
						MY2<=1'b0;
						SG1<=1'b0;
						SG2<=1'b0;
						SR1<=1'b0;
						SR2<=1'b0;
						SY1<=1'b1;
						SY2<=1'b1;
						MRT1<=1'b0;
						MRT2<=1'b0;
						SRT1<=1'b0;
						SRT2<=1'b0;		 
			 if(res_cnt3==1'b1)  
			  begin
					start_timer_2<=1'b0;  
					state<=s6; 
				  end
			else
			  begin
			   start_timer_2<=1'b1;  
				state<=s5;  
				end
		end  
	s6: if(blink==1'b1)
				 state<=s8;  
				else   
				 begin
						MG1<=1'b0;
						MG2<=1'b0;
						MR1<=1'b1;
						MR2<=1'b1;
						MY1<=1'b0;
						MY2<=1'b0;
						SG1<=1'b0;
						SG2<=1'b0;
						SR1<=1'b1;
						SR2<=1'b1;
						SY1<=1'b0;
						SY2<=1'b0;
						MRT1<=1'b0;
						MRT2<=1'b0;
						SRT1<=1'b1;
						SRT2<=1'b1;		 
			 if(res_cnt4==1'b1)  
			  begin
					start_timer_3<=1'b0;  
					state<=s7; 
				  end
			else
			  begin
			   start_timer_3<=1'b1;  
				state<=s6;  
				end
		end  
	s7: if(blink==1'b1)
				 state<=s8;  
				else   
				 begin
						MG1<=1'b0;
						MG2<=1'b0;
						MR1<=1'b1;
						MR2<=1'b1;
						MY1<=1'b0;
						MY2<=1'b0;
						SG1<=1'b0;
						SG2<=1'b0;
						SR1<=1'b1;
						SR2<=1'b1;
						SY1<=1'b1;
						SY2<=1'b1;
						MRT1<=1'b0;
						MRT2<=1'b0;
						SRT1<=1'b0;
						SRT2<=1'b0;		 
			 if(res_cnt3==1'b1)  
			  begin
					start_timer_2<=1'b0;  
					state<=s0; 
				  end
			else
			  begin
			   start_timer_2<=1'b1;  
				state<=s7;  
				end
		end  
	s8: if(blink==1'b1)  
	      	 begin
						MG1<=1'b0;
						MG2<=1'b0;
						MR1<=1'b0;
						MR2<=1'b0;
						SG1<=1'b0;
						SG2<=1'b0;
						SR1<=1'b0;
						SR2<=1'b0;
						MRT1<=1'b0;
						MRT2<=1'b0;
						SRT1<=1'b0;
						SRT2<=1'b0;		      
					if((cnt1_reg==time_base)&&(cnt5_reg==load_cnt5))  
						  begin
								SY1<=~SY1;
								SY2<=~SY2;
								MY1<=~MY1;
								MY2<=~MY2;
							  end
			     state<=s8; 
				  end
			else
				state<=s0; 
endcase  
end  
end  
endmodule 
==> Table 3: Implementation characteristics <==
Physical implementation characteristics

Parameter                              Value

Global routing
  GRT Residual Overflow .................. 0
  Largest net degree at the start of global routing .................. 55
  Busiest grt layer .................. met2
  First-pass GRT wire length .................. 14.14 mm
  Number of global-route vias before repair .................. 2896
  Global Route met1 Usage .................. 0.1997
  Initial antenna violation count .................. 0
  Aggregate global-route resource usage .................. 0.1306
  GR Layer Usage met2 .................. 0.2059
  Global-route track usage on met3 .................. 0.01850

Worst setup path
  Required time of the critical path .................. 3.84 ns
  Start-to-end type of the worst setup path .................. flop to flop
  Critical path startpoint category .................. flop
  Endpoint kind of the worst setup timing path .................. flop
  Critical Path Fanout Max .................. 7
  Launching point of the worst reg2reg path .................. state[8]$_DFF_PN0_
  Arrival time at the worst endpoint .................. 2.62 ns
  Chain of cells forming the critical path .................. nor4_1 > nand3b_1 > mux2i_1 > or4b_2 > o211ai_1
  Slowest CP cell .................. sky130_fd_sc_hd__nor4_1
  Source of the critical timing path .................. state[8]$_DFF_PN0_
  Biggest cell delay along the critical path .................. 0.68 ns
  Register-to-register setup slack .................. 1.23 ns

Final layout
  Area growth from synthesis to layout .................. 15.13%
  Sequential cell area .................. 0.001928 mm²
  Combinational cell area excluding buffers and inverters .................. 0.001859 mm²
  Top logic cell by instance count in the layout .................. sky130_fd_sc_hd__dfrtp_1
  Commonest cells after routing, fill and taps aside .................. sky130_fd_sc_hd__dfrtp_1 (76), sky130_fd_sc_hd__o21ai_0 (42), sky130_fd_sc_hd__nand3_1 (36)
  Max reg flops .................. 24
  Layout cells sized above 1 .................. 0.07925
  Fill cell count .................. 1273

Yosys
  Chip area estimate from yosys synthesis .................. 0.003945 mm²
  Post-synthesis sequential area ratio .................. 0.4887
  Flip-flop cell with the highest count after synthesis .................. sky130_fd_sc_hd__dfrtp_1
  Yosys cell types .................. 49
  Leading cell types by total area after synthesis .................. sky130_fd_sc_hd__dfrtp_1 (48%), sky130_fd_sc_hd__o21ai_0 (5.3%), sky130_fd_sc_hd__nand3_1 (4.6%)
  Number of standard cells reported by yosys .................. 409
  Area leader, netlist .................. sky130_fd_sc_hd__dfrtp_1
  Register bit total from synthesis .................. 77
  Synth Warn # .................. 1
  Mean Syn Cell Area .................. 9.646 µm²
  Post-synthesis async set-or-reset flop share .................. 1.000
  Mapped Cells .................. 409
  Post-synth tally of flip-flops with integrated enable .................. 0
  Post-synthesis instance area .................. 0.003945 mm²
  Synth top area share .................. 0.4821

Flow run
  OpenROAD warnings .................. 29
  Max cap viols .................. 0

Power
  Switching Fraction .................. 0.2102
  Lkg Pwr .................. 1.878 nW
  Share of total power in sequential cells .................. 0.501
  Power density over the cells .................. 401.8 mW/mm²
  Worst-case vdd ir drop .................. 215.3 µV
  Power Internal .................. 1.441 mW
  Clk pwr share .................. 0.437
  Combinational share of power .................. 0.062
  Total net switching power .................. 383.6 µW

Clocking
  CTS tree .................. done
  Number of buffers between clock root and the deepest sink .................. 2
  Post-CTS resize count .................. 0
  Post-CTS Hold Buffers .................. 0
  Clock buffers created by TritonCTS .................. 9
  Insertion Delay late pin .................. 0.33 ns
  Deepest level of the CTS H-tree .................. 3
  Post-CTS setup buffers .................. 0
  CTS clk-pin slew, worst paths .................. 0.06 ns
  Clock Tree Root .................. sky130_fd_sc_hd__clkbuf_16
  Sinks on the clock net .................. 77

Placed design
  Buffers added on ports .................. 18
  Routability congestion estimate .................. 0.8685
  Estimated wirelength of the detail-placed design .................. 5.329 mm
  Setup slack at placement .................. 0.9949 ns

Floorplan
  Width of the die .................. 116.7 µm
  Floorplan die height .................. 116.7 µm
  Initial Utilization .................. 0.3101
  Top-Level Pins .................. 19
  Std-Cell Core Area .................. 0.01272 mm²
  Standard-cell row count .................. 41
  Total die size .................. 0.01361 mm²

Final timing
  Post-route setup slack .................. 1.229 ns
  Transition time at the pin with the least slew margin .................. 0.7528 ns
  Fin. max-slew vios .................. 0
  Minimum clock period after layout .................. 2.371 ns
  Worst-case clock skew .................. 0.008652 ns
  Setup repair after global routing missed its margin .................. false
  Maximum achievable frequency .................. 421.8 MHz
  Share of the cycle needed by the critical path after routing .................. 0.6586
  Final Hold Vio Count .................. 0
  TNS Setup .................. 0 ns
  Worst max-slew margin expressed relative to the limit .................. 0.4935
  Final setup vio count .................. 0

Route
  Total inserted antenna cells .................. 0
  Number of detailed-routing iterations run before antenna repair .................. 4
  Drt initial violations .................. 254
  Via total after detailed routing .................. 3102
  DR DRC count .................. 0
  Post-detailed-route wirelength per cell .................. 13.36 µm
  Mean number of vias per cell .................. 5.161
  Total wirelength of the detailed-routed design .................. 8.030 mm
  Detail Route Antenna Nets .................. 0

Run status
  Result of the run .................. completed

Worst hold path
  Hold WC Path Type .................. input port to asynchronous set/reset pin
-- metal layers --
metal,wire length (µm),up-vias
met5,0,-
met3,287,7
met4,103,0
met2,3603,57
li1,-,1534
met1,4037,1504
-- final timing paths --
| check | endpoint | cells past startpoint |
|---|---|---|
| min in group clk0 | cnt1_reg[0]$_DFF_PN0_ | 1 |
| max in group asynchronous | cnt1_reg[21]$_DFF_PN0_ | 2 |
| max | MY1$_DFFE_PN0P_ | 5 |
| min reg2reg | cnt1_reg[0]$_DFF_PN0_ | 1 |
| min | cnt2_reg[5]$_DFFE_PN0P_ | 1 |
| max reg2reg | MY1$_DFFE_PN0P_ | 5 |
-- Yosys cell counts (9+ instances only) --
cell type and number:
sky130_fd_sc_hd__a21oi_1 20, sky130_fd_sc_hd__and3_1 12, sky130_fd_sc_hd__clkbuf_1 10, sky130_fd_sc_hd__dfrtp_1 76, sky130_fd_sc_hd__ha_1 9, sky130_fd_sc_hd__inv_1 11, sky130_fd_sc_hd__nand2_1 22, sky130_fd_sc_hd__nand3_1 36
sky130_fd_sc_hd__nand4_1 18, sky130_fd_sc_hd__nor2_1 31, sky130_fd_sc_hd__nor3_1 9, sky130_fd_sc_hd__o21ai_0 42, sky130_fd_sc_hd__o31ai_1 10, sky130_fd_sc_hd__xnor2_1 16, sky130_fd_sc_hd__xor2_1 11
-- metrics by stage --
stage                     cells  cell area, µm²  total power [mW]  hold WS, ns    util
final                       601            4542             1.825       0.4302  0.3570
after global routing        601            4542             1.904       0.4873  0.3570
after CTS                   601            4542             1.853       0.4520  0.3570
after detailed placement    586            4282             1.046       0.4446  0.3365
after global placement      586            4282             1.044       0.4353  0.3365
after floorplan             409            3945            0.9679       0.4244       -
-- power by group through the flow --
stage	Clock [mW]	Sequential [mW]	Combinational [mW]
5_1_grt	0.853	0.919	0.132
6_report	0.797	0.915	0.113
4_1_cts	0.822	0.915	0.116
-- layout make-up --
| cell class | count | area share |
|---|---|---|
| Multi-Input combinational cell | 300 | 0.4094 |
| Clock buffer | 13 | 0.05510 |
| Sequential cell | 77 | 0.4245 |
| Timing Repair Buffer | 26 | 0.05234 |
| Clock inverter | 2 | 0.002204 |
| Tap cell | 172 | 0.04738 |
| Inverter | 11 | 0.009091 |
-- critical path: cells and delay by family (launching register included) --
kind            cells  cell delay, ns
compound gates      1            0.10
mux                 1            0.25
simple gates        3            1.51
flops               1            0.42
-- cell families after synthesis --
group	share of synthesized area
and+or+nand+nor	0.2426
AOI/OAI and AO/OA	0.1323
DFF	0.4887
buffers and inverters	0.03996
xor gates and xnor gates	0.05994
adders and majority gates	0.02854
muxes	0.007929
Power and IR drop assume default switching activity.
